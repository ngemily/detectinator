==> ./design.v <==
module queue #(
    parameter ADDR_WIDTH = 8,
    parameter DATA_WIDTH = 32,
    parameter MAX_DEPTH = (1 << ADDR_WIDTH)
) (
    input clk,
    input reset_n,
    input enqueue,
    input dequeue,
    input  [DATA_WIDTH - 1:0] data_in,
    output [DATA_WIDTH - 1:0] data_out,
    output empty,
    output full
);
    localparam DEPTH = (1 << ADDR_WIDTH);
    reg [ADDR_WIDTH - 1:0] head_ptr;
    reg [ADDR_WIDTH - 1:0] tail_ptr;
    reg [ADDR_WIDTH:0] size;
    ram #(
        .ADDR_WIDTH(ADDR_WIDTH),
        .DATA_WIDTH(DATA_WIDTH)
    )
    U0 (
        .clk(clk),
        .wen(enqueue),
        .w_addr(head_ptr),
        .r_addr(tail_ptr),
        .data_in(data_in),
        .data_out(data_out)
    );
    always @(posedge clk) begin
        if (~reset_n) begin
            head_ptr <= 0;
            tail_ptr <= 0;
            size <= 0;
        end else begin
            if (enqueue) begin
                head_ptr <= (head_ptr + 1) % DEPTH;
            end
            if (dequeue) begin
                tail_ptr <= (tail_ptr + 1) % DEPTH;
            end
            if (enqueue ^ dequeue) begin
                size <= (enqueue) ? size + 1 : size - 1;
            end
        end
    end
    assign full  = (size == MAX_DEPTH);
    assign empty = (head_ptr == tail_ptr);
endmodule
module stack #(
    parameter ADDR_WIDTH = 8,
    parameter DATA_WIDTH = 32
) (
    input clk,
    input reset_n,
    input push,
    input pop,
    input      [DATA_WIDTH - 1:0] data_in,
    output     [DATA_WIDTH - 1:0] data_out,
    output full,
    output empty
);
    localparam DEPTH = (1 << ADDR_WIDTH);
    reg [ADDR_WIDTH - 1:0] ptr;
    wire [ADDR_WIDTH - 1:0] r_addr = ptr - 1;
    wire [ADDR_WIDTH - 1:0] w_addr = ptr;
    ram #(
        .ADDR_WIDTH(ADDR_WIDTH),
        .DATA_WIDTH(DATA_WIDTH)
    )
    U0 (
        .clk(clk),
        .wen(push),
        .w_addr(w_addr),
        .r_addr(r_addr),
        .data_in(data_in),
        .data_out(data_out)
    );
    always @(posedge clk) begin
        if (~reset_n) begin
            ptr <= 0;
        end else begin
            if (push) begin
                ptr <= ptr + 1;
            end else if (pop) begin
                ptr <= ptr - 1;
            end
        end
    end
    assign full  = (ptr == DEPTH - 1);
    assign empty = (ptr == 0);
endmodule
module ram #(
    parameter ADDR_WIDTH = 8,
    parameter DATA_WIDTH = 32
) (
    input clk,
    input wen,
    input      [ADDR_WIDTH - 1:0] w_addr,
    input      [ADDR_WIDTH - 1:0] r_addr,
    input      [DATA_WIDTH - 1:0] data_in,
    output reg [DATA_WIDTH - 1:0] data_out
);
    localparam DEPTH = (1 << ADDR_WIDTH);
    reg [DATA_WIDTH - 1:0] mem [0:DEPTH-1];
    always @(posedge clk) begin
        if (wen) begin
            mem[w_addr] <= data_in;
        end
        data_out <= mem[r_addr];
    end
endmodule
module rom #(
    parameter ADDR_WIDTH = 8,
    parameter DATA_WIDTH = 32,
    parameter INIT_FILE = "colors.dat"
) (
    input clk,
    input      [ADDR_WIDTH - 1:0] r_addr,
    output reg [DATA_WIDTH - 1:0] data_out
);
    localparam DEPTH = (1 << ADDR_WIDTH);
    reg [DATA_WIDTH - 1:0] mem [0:DEPTH-1];
    initial begin
        $readmemh(INIT_FILE, mem);
    end
    always @(posedge clk) begin
        data_out <= mem[r_addr];
    end
endmodule
module ram_dr_sw #(
    parameter ADDR_WIDTH = 8,
    parameter DATA_WIDTH = 32
) (
    input clk,
    input wen,
    input      [ADDR_WIDTH - 1:0] w_addr,
    input      [ADDR_WIDTH - 1:0] r_addr1,
    input      [ADDR_WIDTH - 1:0] r_addr2,
    input      [DATA_WIDTH - 1:0] data_in,
    output reg [DATA_WIDTH - 1:0] data_out1,
    output reg [DATA_WIDTH - 1:0] data_out2
);
    localparam DEPTH = (1 << ADDR_WIDTH);
    reg [DATA_WIDTH - 1:0] mem [0:DEPTH-1];
    always @(posedge clk) begin
        if (wen) begin
            mem[w_addr] <= data_in;
        end
        data_out1 <= mem[r_addr1];
        data_out2 <= mem[r_addr2];
    end
endmodule
==> ./run.sh <==
#!/bin/bash
# OpenROAD 26Q1-2900-gdf79404cd8, Yosys 0.63+post, stock flow scripts
make -C /OpenROAD-flow-scripts/flow DESIGN_CONFIG=/design/flow/config.mk WORK_HOME=/design/flow/orfs finish
==> ./config.mk <==
export PLATFORM = sky130hd
export DESIGN_NAME = queue
export DESIGN_NICKNAME = queue
export VERILOG_FILES = /design/flow/design.v
export SDC_FILE = /design/flow/constraint.sdc
export NUM_CORES = 4
export LEC_CHECK = 1
export CORE_UTILIZATION = 50
export SYNTH_MEMORY_MAX_BITS = 65536
==> ./constraint.sdc <==
current_design queue

set clk_period 1201.4
set clk_io_pct 0.2

create_clock -name clk0 -period $clk_period [get_ports {clk}]

set non_clock_inputs [all_inputs -no_clocks]
set_input_delay [expr $clk_period * $clk_io_pct] -clock clk0 $non_clock_inputs
set_output_delay [expr $clk_period * $clk_io_pct] -clock clk0 [all_outputs]
==> ci_impl_report.md <==
### Metrics collected by this job

| Metric | Value |
|---|---|
| Outcome | `finished with violations` |
| Failing checks | `max-capacitance violations, max-slew violations` |
| Dpl hpwl | `591,000 µm` |
| Largest net degree at the start of global routing | `109` |
| Setup slack of the most critical reg-to-reg path | `1192.55 ns` |
| Number of clock sinks | `8,249` |
| Crit Path Max Fanout | `33` |
| Placement-stage worst setup slack | `956.99 ns` |
| Filler cell count in the final layout | `44.1k` |
| Crit path time final | `244.00 ns` |
| Routed via count | `155k` |
| Number of gates given a new drive strength after cts | `0` |
| Max Cap Violations | `1` |
| Placed inst area | `332,000 µm²` |
| Final cycle utilization of the critical path | `20.3%` |
| Top cells by area, synth | `sky130_fd_sc_hd__edfxtp_1, sky130_fd_sc_hd__mux4_2, sky130_fd_sc_hd__mux2i_1, sky130_fd_sc_hd__a221oi_1, sky130_fd_sc_hd__buf_2` |
| Hold endpoint | `size[1]` |
| Number of logged tool warnings | `41` |
| Switching pwr | `0.134 mW` |
| Startpoint class of the critical path | `flop` |
| Switching part of the total | `22.1%` |
| Placeable core region | `629,000 µm²` |
| Depth of the most critical reg-to-reg path | `15` |
| Final tally of setup violations | `0` |
| Cell at the root of the clock tree | `sky130_fd_sc_hd__clkbuf_16` |
| Gr usage total | `34.6%` |
| Worst clock skew | `0.0713 ns` |
| Power share of the sequential group | `52.1%` |
| Dominant Register Cell | `sky130_fd_sc_hd__edfxtp_1` |
| Drt first pass iters | `5` |
| Area Growth Syn to Fin | `13.5%` |
| HP Class | `reg2reg` |
| Crit Reg-Reg Endpoint | `U0.data_out[30]` |
| Clock tree from TritonCTS | `built` |
| Relative contribution of the clock network to total power | `41.4%` |
| Tally of buffers added on design ports | `69` |
| Final estimated routing congestion in global placement | `0.964` |
| Pwr/cell area | `1.69 nW/µm²` |
| Die x size | `798 µm` |
| Post-synthesis register bit count | `8,249` |
| Antenna-violating nets left | `0` |
| CTS clock-pin slew for the worst setup and hold paths | `0.06 ns` |
| Post-synth ARST share | `0%` |
| Hold Vio Cnt, Final | `0` |
| Cts-stage hold buffer count | `0` |
| Violation count after the first detailed-route iteration | `11.4k` |
| Worst reg2reg path startpoint | `tail_ptr[0]` |
| Cell area after layout | `359,000 µm²` |
| Maximum achievable frequency | `4.10 MHz` |
| Int Pwr | `0.474 mW` |
| # H-tree levels | `6` |
| Type of element capturing the critical path | `primary output` |
| Cell total in the yosys stat output | `14.1k` |
| Endpoint required time on the critical path | `961.12 ns` |
| RSZ-0062 raised after global routing | `no` |
| Fraction of final layout cells sized beyond drive strength 1 | `27.3%` |
| Sequential area share after synthesis | `78.1%` |
| Relative max-transition margin | `-1.09%` |
| Worst min-delay path startpoint | `size[1]` |
| Minimum hold slack | `0.541 ns` |
| Number of standard cells after synthesis | `14.1k` |
| Total congestion overflow | `0` |
| Worst setup slack after layout | `957.40 ns` |
| Num ports | `70` |
| Setup fix buffers added after clock tree synthesis | `0` |
| Number of distinct library cells after synthesis | `75` |
| Cell leakage power | `109 nW` |
| Final TNS setup | `0 ns` |
| Arrival time at the worst endpoint | `3.72 ns` |
| Final routed wire length divided by cell count | `39.5 µm` |
| Wire length of the first global-routing pass | `1,330,000 µm` |
| Number of flops mapped to enable cells by yosys | `8,192` |
| Starting Density | `50.3%` |
| Yosys Chip Area | `317,000 µm²` |
| Number of core rows | `291` |
| Peak supply drop | `1.45 µV` |
| Dominant cell area share | `77.7%` |
| Max-slew violations | `2` |
| Clock insertion delay at the later pin of the skew report | `1.19 ns` |
| Worst setup path class | `reg2out` |
| Number of buffers created by CTS | `811` |
| Wire length reported by the detailed router | `963,000 µm` |
| Chip Footprint | `636,000 µm²` |
| Synthesized area divided by synthesized cell count | `22.4 µm²` |
| Worst Hold Depth | `1` |
| Dominant cell type by area after synthesis | `sky130_fd_sc_hd__edfxtp_1` |
| Total power | `0.608 mW` |
| Antenna violations before repair | `94` |
| Vias in the first global route | `171k` |
| Netlist area before placement | `317,000 µm²` |
| Height of the die | `798 µm` |
| Number of design rule violations left after detail routing | `0` |
| Combinational share of power | `6.5%` |
| Number of vias per cell | `6.36` |
| Ys Warns | `2` |
| Max Root-Sink Buffers | `4` |
| Transition time of the tightest slew-check pin | `1.50 ns` |
cells by family (layout without fill, tap and decap cells):
logic type	after synthesis	count (layout)	synth area share, %
xor+xnor	27	27	0.0747
other cells	0	217	0
mux	2838	2838	16.0
fa+ha+maj	13	13	0.0538
compound gates	1387	1387	3.04
flops	8249	8249	78.1
simple gates	771	771	1.02
buf+inv	857	2507	1.71
through the flow:
stage | std cells | utilization [%]
after floorplan | 14100 | -
after global placement | 22600 | 52.8
after detailed placement | 22600 | 52.8
after CTS | 24100 | 57.0
after global routing | 24300 | 57.0
final | 24400 | 57.1
Yosys cell counts, types with 9 or more instances:
library cell                count
sky130_fd_sc_hd__edfxtp_1    8192
sky130_fd_sc_hd__mux4_2      1751
sky130_fd_sc_hd__mux2i_1      983
sky130_fd_sc_hd__nor2_1       359
sky130_fd_sc_hd__buf_2        314
sky130_fd_sc_hd__clkbuf_1     274
sky130_fd_sc_hd__o21ai_0      248
sky130_fd_sc_hd__nand2_1      233
sky130_fd_sc_hd__a21oi_1      226
sky130_fd_sc_hd__a221oi_1     220
sky130_fd_sc_hd__o22ai_1      185
sky130_fd_sc_hd__o221ai_1     155
sky130_fd_sc_hd__a211oi_1     101
sky130_fd_sc_hd__mux2_2        87
sky130_fd_sc_hd__buf_4         62
sky130_fd_sc_hd__buf_6         61
sky130_fd_sc_hd__dfxtp_1       57
sky130_fd_sc_hd__a22oi_1       56
sky130_fd_sc_hd__buf_8         51
sky130_fd_sc_hd__buf_1         49
sky130_fd_sc_hd__nand3_1       45
sky130_fd_sc_hd__nor3_1        42
sky130_fd_sc_hd__a2111oi_0     35
sky130_fd_sc_hd__buf_12        33
sky130_fd_sc_hd__nor2b_1       23
sky130_fd_sc_hd__xnor2_1       22
sky130_fd_sc_hd__o211ai_1      21
sky130_fd_sc_hd__and2_1        17
sky130_fd_sc_hd__mux4_1        17
sky130_fd_sc_hd__a31oi_1       16
sky130_fd_sc_hd__a211o_1       15
sky130_fd_sc_hd__ha_1          12
sky130_fd_sc_hd__o21ai_1       12
sky130_fd_sc_hd__inv_1         11
sky130_fd_sc_hd__o31ai_1       11
sky130_fd_sc_hd__a221o_1       10
sky130_fd_sc_hd__nand4_1       10
sky130_fd_sc_hd__or3_1         10
sky130_fd_sc_hd__nand2b_1       9
per-layer routing:
metal	track usage [%]	vias up	routed length [µm]
li1	-	62500	-
met1	37.6	77500	261000
met2	45.9	12700	429000
met3	32.8	1981	211000
met4	14.3	170	55100
met5	9.66	-	7780
state kept, by name, summed over array words and instances, names as in the netlist:
signal,flops
head_ptr,8
U0.data_out,32
size,9
tail_ptr,8
U0.mem,8192
layout make-up:
type / instances / area [µm²] / area share [%]
diodes: 217 / 543 / 0.151
well taps: 8350 / 10400 / 2.91
clock buffers: 983 / 21100 / 5.89
inverters: 13 / 62.6 / 0.0174
repair buffers: 999 / 8210 / 2.29
flip-flops and latches: 8249 / 247000 / 68.8
clock inverters: 512 / 5340 / 1.49
multi-input cells: 5036 / 66200 / 18.4
worst max-delay path: stages (launching register included):
cell                              delay, ns
sky130_fd_sc_hd__dfxtp_4               0.75
sky130_fd_sc_hd__xnor2_1               0.20
sky130_fd_sc_hd__nand4_1               0.10
sky130_fd_sc_hd__nor2_1                0.78
sky130_fd_sc_hd__buf_4                 0.25
sky130_fd_sc_hd__clkdlybuf4s50_1       0.45
power groups by stage:
stage	logic (mW)	clock network [mW]	registers [mW]
CTS	0.0393	0.255	0.317
finish	0.0394	0.252	0.317
global route	0.0414	0.266	0.317
cells in the final DEF (no fill, tap or decap), types with 171 or more instances in the layout:
cell type	instances
sky130_fd_sc_hd__clkbuf_16	817
sky130_fd_sc_hd__clkinv_1	171
sky130_fd_sc_hd__edfxtp_1	8192
sky130_fd_sc_hd__nand2_1	211
sky130_fd_sc_hd__buf_4	897
sky130_fd_sc_hd__o22ai_1	185
sky130_fd_sc_hd__o21ai_0	239
sky130_fd_sc_hd__nor2_4	261
sky130_fd_sc_hd__mux2i_1	983
sky130_fd_sc_hd__mux4_2	1751
sky130_fd_sc_hd__diode_2	217
sky130_fd_sc_hd__a21oi_1	225
sky130_fd_sc_hd__a221oi_1	216
worst max path at each step:
stage / start / endpoint / slack, ns
4_1_cts: tail_ptr[1] / empty / 957.35
5_1_grt: tail_ptr[1] / empty / 957.20
6_report: tail_ptr[1] / empty / 957.40
Power is estimated from default activity; no workload was simulated.
