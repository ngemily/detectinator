### ./run.sh
#!/bin/bash
# OpenROAD 26Q1-2900-gdf79404cd8, Yosys 0.63+post, stock flow scripts
make -C /OpenROAD-flow-scripts/flow DESIGN_CONFIG=/design/flow/config.mk WORK_HOME=/design/flow/orfs finish
### ./config.mk
export PLATFORM = sky130hd
export DESIGN_NAME = location_generator
export DESIGN_NICKNAME = location_generator
export VERILOG_FILES = /design/flow/design.v
export SDC_FILE = /design/flow/constraint.sdc
export NUM_CORES = 4
export LEC_CHECK = 1
export CORE_UTILIZATION = 30
### ./constraint.sdc
current_design location_generator

set clk_period 6.1
set clk_io_pct 0.2

create_clock -name clk0 -period $clk_period [get_ports {clk}]

set non_clock_inputs [all_inputs -no_clocks]
set_input_delay [expr $clk_period * $clk_io_pct] -clock clk0 $non_clock_inputs
set_output_delay [expr $clk_period * $clk_io_pct] -clock clk0 [all_outputs]
### ./design.v
module location_generator(
    input clk,
    input reset_n,
    input en,
    input hsync,
    input vsync,
    output reg [32 - 1:0] x,
    output reg [32 - 1:0] y,
    output reg [32 - 1:0] frame
);
    always @(posedge clk) begin
        if (~reset_n) begin
            x <= 0;
            y <= 0;
            frame <= 0;
        end else if (en) begin
            if (hsync) begin
                x <= 0;
                y <= y + 1;
            end else if (vsync) begin
                x <= 0;
                y <= 0;
                frame <= frame + 1;
            end else begin
                x <= x + 1;
            end
        end
    end
endmodule
==> impl_metrics.env <==
# source this file to load flow results
export IMPL_synthToLayoutAreaGrowth_pct=31.10
export IMPL_mapped_area_um2=4711
export IMPL_total_leakage_power_nw=1.838
export IMPL_number_of_hold_repair_buffers_added_at_the_cts_stage=0
export IMPL_top_cell_area_share_pct=40.80
export IMPL_power_density_nw_per_um2=211.9
export IMPL_synthFlopType="sky130_fd_sc_hd__dfxtp_1"
export IMPL_detailed_place_hpwl_mm=8.584
export IMPL_synth_seq_cells=96
export IMPL_synthesis_area_per_instance_um2=8.473
export IMPL_ys_top_cells_by_count="sky130_fd_sc_hd__dfxtp_1 (96), sky130_fd_sc_hd__nand2_1 (51), sky130_fd_sc_hd__a21oi_1 (48)"
export IMPL_critPathLaunchType="primary input"
export IMPL_synth_cell_type_count=41
export IMPL_period_minus_slack_ns=3.548
export IMPL_antenna_diode_count=0
export IMPL_post_route_period_util_pct=58.16
export IMPL_clock_tree_root_cell="sky130_fd_sc_hd__clkbuf_16"
export IMPL_worstPathRequired_ns=6.36
export IMPL_yosysTopAreaCell="sky130_fd_sc_hd__dfxtp_1"
export IMPL_ys_cells=556
export IMPL_preCtsSetupSlack_ns=2.239
export IMPL_final_fill_count=1456
export IMPL_post_cts_repair_setup_buffers=0
export IMPL_logic_area_um2=2582
export IMPL_boundaryPins=101
export IMPL_worst_pin_slew_ns=0.8322
export IMPL_timing_critical_path_slowest_stage_cell="sky130_fd_sc_hd__clkdlybuf4s50_1"
export IMPL_finalMaxSlewViolations=0
export IMPL_achievable_frequency_ghz=0.2819
export IMPL_vias=4554
export IMPL_avgViaCountPerCell=5.345
export IMPL_total_clock_buffers_created_by_cts=9
export IMPL_drt_pass1_iter_count=4
export IMPL_clock_skew_ns=0.005165
export IMPL_grt_max_degree=29
export IMPL_number_of_global_route_vias_before_repair=4121
export IMPL_grt_pass1_wl_mm=20.55
export IMPL_max_slew_margin_rel_pct=44.39
export IMPL_wl_per_cell_um=14.65
export IMPL_drc_errors=0
export IMPL_crit_buf_inv=1
export IMPL_ff_latch_area_um2=1922
export IMPL_floorplan_die_area_um2=16210
export IMPL_gp_congestion=0.8318
export IMPL_fraction_of_synthesis_flops_using_an_asynchronous_set_or_reset_pin_pct=0
export IMPL_rsz0062_at_grt="false"
export IMPL_cp_max_fo=16
export IMPL_worstSetupPathType="primary input to flip-flop"
export IMPL_openroad_warnings=25
export IMPL_grtUsageTotal_pct=15.75
export IMPL_synth_yosys_seq_area_share_pct=40.80
export IMPL_port_buffers=100
export IMPL_finalSetupTns_ns=0
export IMPL_cap_violations=0
export IMPL_synthCells=556
export IMPL_totalPowerFinal_w=0.001309
export IMPL_drive_above_1_share_pct=3.276
export IMPL_status="finished, final reports clean"
export IMPL_fp_util_pct=30.87
export IMPL_standard_cell_rows=45
export IMPL_core_region_area_um2=15260
export IMPL_layout_setup_ws_ns=2.552
export IMPL_synthMostInstantiatedCell="sky130_fd_sc_hd__dfxtp_1"
export IMPL_worst_path_cell_chain="clkdlybuf4s50_1, o21a_1, nand4_1, or4_1, a21oi_1"
export IMPL_postRouteWirelength_mm=12.49
export IMPL_grt_ovf=0
export IMPL_first_iter_violations=325
export IMPL_timing_final_setup_violations=0
export IMPL_postCtsResizedCells=0
export IMPL_die_width_um=127.3
export IMPL_post_synth_area_hogs="sky130_fd_sc_hd__dfxtp_1 (41%), sky130_fd_sc_hd__or4_1 (5.4%), sky130_fd_sc_hd__a21oi_1 (5.1%)"
export IMPL_synth_yosys_chip_area_um2=4711
export IMPL_timing_final_hold_violations=0
export IMPL_clock_latency_late_pin_ns=0.35
export IMPL_worstPathArrival_ns=3.81
export IMPL_hold_class="flip-flop to flip-flop"
export IMPL_final_antenna_net_count=0
export IMPL_critPathTopFamily="simple AND/OR/NAND/NOR gates"
export IMPL_critical_path_endpoint_type="flip-flop"
export IMPL_edf_count=0
export IMPL_irDropWorstVdd_mv=0.1620
export IMPL_grt_antenna_before_repair=0
export IMPL_cts_max_path_buffers=2
export IMPL_htree_levels=3
export IMPL_tritoncts="built"
export IMPL_clock_slew_seen_by_the_registers_of_the_worst_setup_and_hold_paths_ns=0.07
export IMPL_cts_num_sinks=96
export IMPL_critical_path_max_stage_delay_ns=0.75
export IMPL_die_height_um=127.3
export IMPL_yosys_warnings=1
[flip-flops by register name, summed over array words and instances (netlist names)]
register and count:
frame 32, x 32, y 32
[cells by family (layout without fill, tap and decap cells)]
family / Yosys count / in the layout / share of synthesized area (%)
AND/OR/NAND/NOR: 262 / 262 / 31.87
AND-OR/OR-AND: 104 / 104 / 13.86
flip-flops: 96 / 96 / 40.80
buffers and inverters: 48 / 133 / 4.382
XOR/XNOR: 32 / 32 / 5.950
multiplexers: 11 / 11 / 2.337
adder cells (fa/ha/maj): 3 / 3 / 0.7969
[path summary, 6_finish.rpt]
check	startpoint	to	slack [ns]	cells past startpoint
max	en	y[20]	2.55	5
min	frame[31]	frame[31]	0.48	2
max reg2reg	x[10]	x[23]	3.76	4
min reg2reg	frame[31]	frame[31]	0.48	2
[power by group]
part            total, W  switching [W]  internal, W  leakage [nW]
registers       0.000631     0.00000258     0.000628         0.773
clock network   0.000641       0.000244     0.000398         0.169
logic          0.0000363      0.0000244    0.0000119         0.896
[cell usage in the layout (no fill, tap or decap), types with 2 or more instances in the layout]
cell / count
sky130_fd_sc_hd__clkdlybuf4s50_1: 100
sky130_fd_sc_hd__or3_1: 19
sky130_fd_sc_hd__nor4_1: 17
sky130_fd_sc_hd__o41ai_1: 8
sky130_fd_sc_hd__o21ai_0: 9
sky130_fd_sc_hd__nor3_1: 3
sky130_fd_sc_hd__clkbuf_16: 9
sky130_fd_sc_hd__nand4_1: 23
sky130_fd_sc_hd__buf_4: 2
sky130_fd_sc_hd__nand2_1: 51
sky130_fd_sc_hd__inv_1: 15
sky130_fd_sc_hd__clkinv_2: 4
sky130_fd_sc_hd__o311ai_0: 3
sky130_fd_sc_hd__and4_1: 12
sky130_fd_sc_hd__o31ai_1: 31
sky130_fd_sc_hd__nand2b_1: 4
sky130_fd_sc_hd__dfxtp_1: 96
sky130_fd_sc_hd__and2_1: 2
sky130_fd_sc_hd__ha_1: 3
sky130_fd_sc_hd__nand3_1: 34
sky130_fd_sc_hd__a21oi_1: 48
sky130_fd_sc_hd__nor2_1: 39
sky130_fd_sc_hd__mux2i_1: 11
sky130_fd_sc_hd__xnor2_1: 14
sky130_fd_sc_hd__and3_1: 11
sky130_fd_sc_hd__xor2_1: 18
sky130_fd_sc_hd__or4_1: 34
sky130_fd_sc_hd__or4b_1: 5
sky130_fd_sc_hd__bufinv_16: 3
[tightest hold or removal path: stages (launching register included)]
cell	delay (ns)
sky130_fd_sc_hd__dfxtp_1	0.32
sky130_fd_sc_hd__nand2_1	0.06
sky130_fd_sc_hd__mux2i_1	0.05
[stage by stage]
stage                     cells  utilization (%)  cell area (um^2)  hold WS (ns)
after global routing        852            40.48              6176        0.5041
after floorplan             556                -              4711        0.4296
final                       852            40.48              6176        0.4768
after CTS                   852            40.48              6176        0.4761
after detailed placement    836            38.28              5841        0.4640
after global placement      836            38.28              5841        0.4572
[routing by layer]
layer / track usage (%) / wire, um / part of all wire, %
met1: 23.05 / 5904 / 47
met4: 2.171 / 150 / 1.2
met2: 24.65 / 5765 / 46
met5: 0 / 0 / 0
met3: 3.626 / 665 / 5.3
[area by class of cell]
type / count / share of cell area (%)
Inverter: 15 / 0.9117
Timing Repair Buffer: 102 / 16.45
Sequential cell: 96 / 31.12
Clock inverter: 7 / 1.783
Multi-Input combinational cell: 412 / 41.82
Tap cell: 211 / 4.275
Clock buffer: 9 / 3.647
Power and IR drop assume default switching activity.
